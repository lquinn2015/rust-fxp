--- flow/config.mk ---
export PLATFORM = sky130hd
export DESIGN_NAME = cordic
export DESIGN_NICKNAME = cordic
export VERILOG_FILES = /design/flow/design.v
export SDC_FILE = /design/flow/constraint.sdc
export NUM_CORES = 4
export LEC_CHECK = 1
export CORE_UTILIZATION = 30
--- flow/constraint.sdc ---
current_design cordic

set clk_period 18.5
set clk_io_pct 0.2

create_clock -name clk0 -period $clk_period [get_ports {i_clk}]

set non_clock_inputs [all_inputs -no_clocks]
set_input_delay [expr $clk_period * $clk_io_pct] -clock clk0 $non_clock_inputs
set_output_delay [expr $clk_period * $clk_io_pct] -clock clk0 [all_outputs]
--- flow/design.v ---
module cordic(i_clk, i_en, o_vld, o_cosine, o_sine, i_theta);
    localparam ITER = 16;
    localparam ITER_BITS = $clog2(ITER);
    localparam QFRAC = 16;
    localparam QINT = 8;
    localparam QBITS = QFRAC + QINT;
    localparam width = 16;
    input i_clk;
    input i_en;
    input signed [QBITS-1:0] i_theta;
    reg [31:0] r_theta;
    output signed [QBITS-1:0] o_cosine;
    output signed [QBITS-1:0] o_sine;
    output reg o_vld;
    wire signed [QBITS-1:0] cordic_angles [0:ITER-1];
    assign cordic_angles[00] = 'h00c90f;
    assign cordic_angles[01] = 'h0076b1;
    assign cordic_angles[02] = 'h003eb6;
    assign cordic_angles[03] = 'h001fd5;
    assign cordic_angles[04] = 'h000ffa;
    assign cordic_angles[05] = 'h0007ff;
    assign cordic_angles[06] = 'h0003ff;
    assign cordic_angles[07] = 'h0001ff;
    assign cordic_angles[08] = 'h0000ff;
    assign cordic_angles[09] = 'h00007f;
    assign cordic_angles[10] = 'h00003f;
    assign cordic_angles[11] = 'h00001f;
    assign cordic_angles[12] = 'h000010;
    assign cordic_angles[13] = 'h000008;
    assign cordic_angles[14] = 'h000004;
    assign cordic_angles[15] = 'h000002;
    wire signed [QBITS-1:0] cos_prod2;
    assign cos_prod2 = 'h5E66;
    reg signed [QBITS-1:0] x   [0:2*(ITER-1)];
    reg signed [QBITS-1:0] y   [0:2*(ITER-1)];
    reg signed [QBITS-1:0] phi [0:2*(ITER-1)];
    reg           [5:0]    vld;
    assign o_vld = vld[5];
    always @(posedge i_clk) 
    begin 
        if (i_en == 1) begin
            x[0] <= 'h10000;
            y[0] <= 0;
            phi[0] <= i_theta;
            vld <= 1;
        end
        else if (vld[5]) begin
            vld <= 0;
        end
        else if (vld != 0) begin 
            vld <= vld + 1;
        end 
    end
    genvar i,k;
    generate 
    for (i = 0; i < ITER; i=i+1)
    begin: outer
        for(k = 0; k < 2; k=k+1)
        begin: corder_iter
            wire phi_cmp;
            wire signed [QBITS-1:0] x_shr, y_shr;
            assign x_shr = x[2*i + k] >>> i;
            assign y_shr = y[2*i + k] >>> i;
            assign phi_cmp = phi[2*i + k][23];
            always @(posedge i_clk)
            begin 
                  x[2*i + k + 1]  <= phi_cmp ?   x[2*i+k] + y_shr : x[2*i+k] - y_shr;
                  y[2*i + k + 1]  <= phi_cmp ?   y[2*i+k] - x_shr : y[2*i+k] + x_shr;
                phi[2*i + k + 1]  <= phi_cmp ? phi[2*i+k] + cordic_angles[i] : phi[2*i+k] - cordic_angles[i];
            end
        end
    end
    endgenerate
    fxp_smul #(QINT, QFRAC) cosine_mul (.out(o_cosine), .a(x[2*(ITER-1)]), .b(cos_prod2));
    fxp_smul #(QINT, QFRAC) sine_mul   (.out(o_sine),   .a(y[2*(ITER-1)]), .b(cos_prod2));
endmodule
module fxp_smul
#( parameter QINT=8,
    parameter QFRAC=16)
(out, a, b);
    localparam BIT_WIDTH = QINT + QFRAC; 
    output signed [BIT_WIDTH-1:0] out;
    input signed [BIT_WIDTH-1:0] a;
    input signed [BIT_WIDTH-1:0] b;
    wire [BIT_WIDTH*2-1:0] mul_out;
    assign mul_out = a * b;
    assign out = {mul_out[BIT_WIDTH-1],mul_out[BIT_WIDTH*2-QINT-2:QFRAC]};
endmodule
--- flow/run.sh ---
#!/bin/bash
# OpenROAD 26Q1-2900-gdf79404cd8, Yosys 0.63+post, stock flow scripts
make -C /OpenROAD-flow-scripts/flow DESIGN_CONFIG=/design/flow/config.mk WORK_HOME=/design/flow/orfs finish
==> Slide: Implementation Results <==
Run Summary

Global route
  • Gr usage total: 13.6%
  • Vias in the first global route: 106k
  • Grt total ovfl: 0
  • Pin count of the biggest net entering global routing: around 58
  • First-pass GRT wire length: roughly 540,000 µm
  • Initial antenna violation count: 4

Critical path
  • Crit-path max FO: 7
  • Critical path type: reg2out
  • CP Buf/Inv Count: 5
  • Top delay family on crit path: adder cells
  • Startpoint types: flop
  • CP max-delay cell: dfxtp_1
  • R2R setup slack: approximately 14,000 ps
  • Critical Path Sink Type: output pin
  • Worst Path Arrival: about 8000 ps
  • WP data required: 14,800 ps
  • Crit-path cells: ha_1 -> inv_1 -> fa_1 -> inv_1 -> fa_1 -> fa_1 -> fa_1 -> inv_1 -> fa_1 -> inv_1 -> ha_1 -> a21o_1 -> a21oi_1 -> o21ai_0 -> o311ai_0 -> nand3_1 -> a31oi_1 -> o21ai_0 -> a221oi_1 -> xnor2_1 -> clkdlybuf4s50_1
  • Worst path max stage delay: around 660 ps
  • Worst path most repeated cell: fa_1

Synth
  • # Cells Yosys: between 15k and 20k
  • Asr flop ratio synth: 0%
  • EDFF count, synth: 24
  • Sequential element share of the synthesized area: 26.4%
  • Post-Synthesis Cell Area: approximately 150,000 µm²
  • Syn Area/Cell: between 8 and 9 µm²
  • Post-synthesis cell count: ~16k
  • Distinct lib cells: around 96
  • Yosys stat area: 145,000 µm²
  • Dominant register cell: dfxtp_1
  • Flops after synth: between 1.5k and 2k
  • Synth warn: 9

Final timing
  • Relative slew margins: a little over a quarter
  • # setup viols final: 0
  • Hold Violations, Final: 0
  • Fmax: 0.0868 GHz
  • RSZ-0062 raised after global routing: false
  • Final worst-path cycle share: between 60% and 70%
  • Worst-margin pin slew: 1080 ps
  • Fin Setup TNS: 0 ps
  • Worst Skew: between 20 and 30 ps
  • Final Critical Period: approximately 12,000 ps
  • Final Max Slew Viols: 0

Detailed routing
  • TritonRoute pass-1 iters: 6
  • Drt drc: 0
  • ANT nets after route: 0
  • WL/cell: 14.1 µm
  • DRT iter0 DRCs: 5,080
  • Via/cell ratio: between 4 and 5
  • Overall via count from detail_route: ~110k
  • Post-Route WL: between 300,000 and 400,000 µm

Clock tree
  • CTS H-tree lvls: 4
  • Sink Count: roughly 1.9k
  • Reg clk slew, reported paths: 60 ps
  • CTS tree: yes
  • Post-CTS resize count: 0
  • Setup Fix Bufs, Post-CTS: 0
  • Insertion Delay late pin: just under 900 ps
  • Clk root buf: clkbuf_16
  • Bufs on Longest Clock Path: 4
  • CTS Buf Count: 211
  • Post-cts hold-fix buffer tally: 0

Floorplan
  • # IOs: approximately 75
  • Die boundary height: about 700 µm
  • Die footprint: 486,000 µm²
  • Row count: roughly 260
  • Die width: approximately 700 µm
  • Core Area: a little under 500,000 µm²
  • Starting Density: a little under a third

Placed design
  • HPWL after detailed placement: between 200,000 and 300,000 µm
  • PortBufs: about 74
  • Placer Congestion: 0.895

Job
  • Max Cap Viol: 0
  • Stage-log warning count: 47

Final layout
  • Number of fill cells: 48.9k
  • Layout area overhead: 10.9%
  • Final design utilization: between 30% and 40%
  • Top cell excl fill/tap: ha_1
  • Share of cells above drive strength 1: under 10%
  • Most frequent cells in the layout: ha_1, dfxtp_1, a21oi_1

Min path
  • Worst Hold Class: reg2reg

Run status
  • Status: finished, final reports clean
-- logic make-up (layout without fill, tap and decap cells) --
group / after synthesis / after routing / synth area share (%)
compound gates: 4177 / 4177 / 18.3
other cells: 0 / 5 / 0
buf+inv: 1365 / 1709 / 3.54
xor+xnor: 2241 / 2241 / 13.5
simple gates: 4077 / 4077 / 13.5
fa+ha+maj: 2469 / 2469 / 23.4
flops: 1900 / 1900 / 26.4
mux: 185 / 185 / 1.35
-- cell usage after synthesis, types with 39 or more instances --
master | instances | area share (%)
or2_2 | 39 | 0.17
o21a_1 | 269 | 1.4
a211oi_1 | 154 | 0.80
mux2_2 | 80 | 0.62
mux2i_1 | 105 | 0.72
nor3_1 | 539 | 1.9
o21ai_0 | 625 | 2.2
and3_1 | 125 | 0.54
a21oi_1 | 1531 | 5.3
inv_1 | 1175 | 3.0
a31oi_1 | 161 | 0.69
nor2_1 | 1392 | 3.6
clkbuf_1 | 154 | 0.40
and2_1 | 78 | 0.34
a21o_1 | 549 | 2.8
a211o_1 | 45 | 0.27
ha_1 | 2067 | 18
nand2b_1 | 222 | 0.96
or3_1 | 136 | 0.59
fa_1 | 402 | 5.5
nor2b_1 | 237 | 1.0
o41ai_1 | 58 | 0.35
nand3_1 | 294 | 1.0
dfxtp_1 | 1876 | 26
o31ai_1 | 66 | 0.34
xnor2_1 | 1528 | 9.2
a31o_2 | 39 | 0.24
nor4_1 | 96 | 0.41
o211ai_1 | 48 | 0.25
nand2_1 | 698 | 1.8
nand4_1 | 69 | 0.30
xor2_1 | 711 | 4.3
o21bai_1 | 200 | 1.0
-- final timing paths --
check	from	to	cells past startpoint
min reg2reg	phi[26][2]$_DFF_P_	phi[27][2]$_DFF_P_	0
max reg2reg	x[19][13]$_DFF_P_	y[20][23]$_DFF_P_	17
max	y[30][9]$_DFF_P_	o_sine[22]	21
min	phi[26][2]$_DFF_P_	phi[27][2]$_DFF_P_	0
-- through the flow --
step | instances | hold WS [ps] | instance area (µm²) | worst slack [ps]
6_report | 23200 | 323 | 161000 | 6980
5_1_grt | 23200 | 329 | 161000 | 6560
4_1_cts | 23200 | 324 | 161000 | 6840
3_5_place_dp | 22800 | 312 | 154000 | 7840
3_3_place_gp | 22800 | 310 | 154000 | 7760
2_1_floorplan | 16400 | 310 | 145000 | 9170
-- final cells by class --
type / instances / area (µm²) / area share (%)
Antenna cell: 5 / 12.5 / 0.00777
Inverter: 1176 / 4410 / 2.74
Clock inverter: 96 / 1260 / 0.780
Multi-Input combinational cell: 13100 / 102000 / 63.2
Timing Repair Buffer: 145 / 1270 / 0.791
Tap cell: 6425 / 8040 / 4.99
Sequential cell: 1900 / 38300 / 23.8
Clock buffer: 292 / 6010 / 3.73
-- worst reg2reg max path, stage by stage (launching register included) --
cell,delay (ps)
dfxtp_1,380
nor3_1,280
nand2b_1,130
nor3_1,270
nor4b_1,850
nor2_1,120
xnor2_1,320
ha_1,350
a21oi_1,180
o22ai_1,110
nor2_1,110
o31ai_1,200
a221o_1,400
o41ai_1,380
o21ai_0,190
a21o_1,200
a21oi_1,170
xnor2_1,80
-- per-layer routing --
metal | routed length (µm) | GRT usage (%) | vias up
li1 | - | - | 58500
met1 | 149000 | 18.2 | 50500
met2 | 156000 | 23.3 | 1688
met3 | 12500 | 1.82 | 528
met4 | 10800 | 3.77 | 2
met5 | 13 | 0 | -
-- state kept, by name, summed over array words and instances (netlist names) --
name,flops
phi,687
y,605
x,602
vld,6
